## design/flow/constraint.sdc

```tcl
current_design IDEX_ff

set clk_period 1.0
set clk_io_pct 0.2

create_clock -name clk0 -period $clk_period [get_ports {clk}]

set non_clock_inputs [all_inputs -no_clocks]
set_input_delay [expr $clk_period * $clk_io_pct] -clock clk0 $non_clock_inputs
set_output_delay [expr $clk_period * $clk_io_pct] -clock clk0 [all_outputs]
```

## design/flow/run.sh

```bash
#!/bin/bash
# OpenROAD 26Q1-2900-gdf79404cd8, Yosys 0.63+post, stock flow scripts
make -C /OpenROAD-flow-scripts/flow DESIGN_CONFIG=/design/flow/config.mk WORK_HOME=/design/flow/orfs finish
```

## design/flow/config.mk

```make
export PLATFORM = sky130hd
export DESIGN_NAME = IDEX_ff
export DESIGN_NICKNAME = IDEX_ff
export VERILOG_FILES = /design/flow/design.v
export SDC_FILE = /design/flow/constraint.sdc
export NUM_CORES = 4
export LEC_CHECK = 1
export CORE_UTILIZATION = 40
```

## design/flow/design.v

```verilog
module IDEX_ff (q_RegDst, d_RegDst, q_ALUOp1, d_ALUOp1, q_ALUOp0, d_ALUOp0, q_ALUSrc, d_ALUSrc,
				q_Branch, d_Branch, q_MemRead, d_MemRead, q_MemWrite, d_MemWrite,
				q_RegWrite, d_RegWrite, q_MemtoReg, d_MemtoReg,
				q_RegRd, d_RegRd, q_RegRs, d_RegRs, q_RegRt, d_RegRt,
				q_RegRsVal, d_RegRsVal, q_RegRtVal, d_RegRtVal,
				q_imm8, d_imm8, q_instr, d_instr, q_Opcode, d_Opcode, q_pc_inc, d_pc_inc,
				q_halt, d_halt,
				wen, clk, rst);
    input			wen;  
    input          	clk;  
    input          	rst;  
    reg s_RegDst, s_ALUSrc;
	reg [15:0] s_ALUOp1, s_ALUOp0;
    reg s_Branch, s_MemRead, s_MemWrite;
    reg s_RegWrite, s_MemtoReg;
	reg s_halt;
    reg [3:0] s_RegRd, s_RegRs, s_RegRt;
	reg [3:0] s_Opcode;
	reg [15:0] s_RegRsVal, s_RegRtVal, s_instr, s_pc_inc;
    reg [7:0] s_imm8;
    input d_RegDst;					output q_RegDst;
    input [15:0] d_ALUOp1;			output [15:0] q_ALUOp1;
    input [15:0] d_ALUOp0;			output [15:0] q_ALUOp0;
    input d_ALUSrc;					output q_ALUSrc;
    input d_Branch;			output q_Branch;
    input d_MemRead;		output q_MemRead;
    input d_MemWrite;		output q_MemWrite;
    input d_RegWrite;		output q_RegWrite;
    input d_MemtoReg;		output q_MemtoReg;
    input [3:0] d_RegRd;			output [3:0] q_RegRd;
    input [3:0] d_RegRs;			output [3:0] q_RegRs;
    input [3:0] d_RegRt;			output [3:0] q_RegRt;
	input [15:0] d_RegRsVal;		output [15:0] q_RegRsVal;
	input [15:0] d_RegRtVal;		output [15:0] q_RegRtVal;
    input d_halt;			output q_halt;
    input [3:0] d_Opcode;	output [3:0] q_Opcode;
    input [15:0] d_instr;	output [15:0] q_instr;
	input [15:0] d_pc_inc;	output [15:0] q_pc_inc;
    input [7:0] d_imm8;		output [7:0] q_imm8;
    assign q_RegDst = s_RegDst;
    assign q_ALUOp1 = s_ALUOp1;
    assign q_ALUOp0 = s_ALUOp0;
    assign q_ALUSrc = s_ALUSrc;
    assign q_Branch = s_Branch;
    assign q_MemRead = s_MemRead;
    assign q_MemWrite = s_MemWrite;
    assign q_RegWrite = s_RegWrite;
    assign q_MemtoReg = s_MemtoReg;
    assign q_RegRd = s_RegRd;
    assign q_RegRs = s_RegRs;
    assign q_RegRt = s_RegRt;
	assign q_RegRsVal = s_RegRsVal;
	assign q_RegRtVal = s_RegRtVal;
	assign q_halt = s_halt;
	assign q_Opcode = s_Opcode;
	assign q_pc_inc = s_pc_inc;
	assign q_instr = s_instr;
	assign q_imm8 = s_imm8;
    always @(posedge clk) begin
	  s_RegDst <= rst ? 0 : (wen ? d_RegDst : s_RegDst);
	  s_ALUOp1 <= rst ? 0 : (wen ? d_ALUOp1 : s_ALUOp1);
	  s_ALUOp0 <= rst ? 0 : (wen ? d_ALUOp0 : s_ALUOp0);
	  s_ALUSrc <= rst ? 0 : (wen ? d_ALUSrc : s_ALUSrc);
	  s_Branch <= rst ? 0 : (wen ? d_Branch : s_Branch);
	  s_MemRead <= rst ? 0 : (wen ? d_MemRead : s_MemRead);
	  s_MemWrite <= rst ? 0 : (wen ? d_MemWrite : s_MemWrite);
	  s_RegWrite <= rst ? 0 : (wen ? d_RegWrite : s_RegWrite);
	  s_MemtoReg <= rst ? 0 : (wen ? d_MemtoReg : s_MemtoReg);
	  s_RegRd <= rst ? 0 : (wen ? d_RegRd : s_RegRd);
	  s_RegRs <= rst ? 0 : (wen ? d_RegRs : s_RegRs);
	  s_RegRt <= rst ? 0 : (wen ? d_RegRt : s_RegRt);
	  s_RegRsVal <= rst ? 0 : (wen ? d_RegRsVal : s_RegRsVal);
	  s_RegRtVal <= rst ? 0 : (wen ? d_RegRtVal : s_RegRtVal);
	  s_halt <= rst ? 0 : (wen ? d_halt : s_halt);
	  s_Opcode <= rst ? 4'b0100 : (wen ? d_Opcode : s_Opcode);
	  s_pc_inc <= rst ? 0 : (wen ? d_pc_inc : s_pc_inc);
	  s_instr <= rst ? 0 : (wen ? d_instr : s_instr);
	  s_imm8 <= rst ? 0 : (wen ? d_imm8 : s_imm8);
    end
endmodule
```

==> README.md <==
| Parameter | This run | Unit |
| --- | --- | --- |
| Count of pins over their slew limit | 0 | - |
| Max Freq | 0.961 | GHz |
| Cell at the slowest stage of the critical path | dfxtp_2 | - |
| H-tree Lvls | 4 | - |
| Number of clock sinks | 128 | - |
| # Cells Yosys | 412 | - |
| Critical register-to-register path startpoint | s_Opcode[2] | - |
| Share of synthesized area occupied by flip-flops and latches | 55.0 | % |
| Most numerous cell types in the synthesized netlist | dfxtp_1 (128), mux2i_1 (127), nor2_1 (127) | - |
| Area of all placed cells without fillers | 7400 | um^2 |
| Violations in the final reports | setup timing | - |
| Fraction of power consumed by combinational cells | 12.6 | % |
| Number of core rows | 39 | - |
| DR DRC count | 0 | - |
| Max-area cell share | 55.0 | % |
| Arrival time worst endpoint | 0.84 | ns |
| Register bit count reported by yosys | 128 | - |
| Cell area after synthesis | 4660 | um^2 |
| Dominant cell type by area after synthesis | dfxtp_1 | - |
| Antenna violations before repair | 0 | - |
| Critical path destination | q_ALUOp1[4] | - |
| Clock share of power | 42.4 | % |
| Number of setup violations in the final report | 128 | - |
| Share of the cycle needed by the critical path after routing | 104 | % |
| Largest vdd supply drop | 1260 | uV |
| Internal power contribution | 9810 | uW |
| Fin util | 65.1 | % |
| Synthesis-to-finish area growth | 58.8 | % |
| I/O Pins | 259 | - |
| Maximum fanout along the worst path | 2 | - |
| Final estimated routing congestion in global placement | 0.816 | - |
| Power density over the cells | 1690 | nW/um^2 |
| Area of the chip | 12100 | um^2 |
| Clock latency on the worst-skew pair | 0.41 | ns |
| Power after layout | 12500 | uW |
| Slew at the pin closest to its max-slew limit | 0.289 | ns |
| Count of buffering cells on the critical path with inverters included | 1 | - |
| Worst Hold Launch | rst | - |
| Layout cells sized above 1 | 43.6 | % |
| Leak pwr | 0.00364 | uW |
| Largest net degree at the start of global routing | 29 | - |
| Sequential share of power | 45.0 | % |
| Tmin final | 1.04 | ns |
| Worst-case setup margin in the final layout | -0.0405 | ns |
| Number of search-and-repair iterations in the first detailed-routing pass | 4 | - |
| Via Count | 3786 | - |
| OpenROAD warning count | 28 | - |
| Async SR Flop Fraction | 0 | % |
| Number of synthesized flops with an enable pin | 0 | - |
| Reg-to-reg endpoint | s_Opcode[2] | - |
| First-pass GRT wire length | 18.3 | mm |
| Critical Path, Cell by Cell | buf_2 | - |
| Count of warnings emitted by yosys | 1 | - |
| Clock tree from TritonCTS | done | - |
| Clock Tree Buf Depth | 2 | - |
| Clock buffers created by TritonCTS | 17 | - |
| Hold Vio Cnt, Final | 0 | - |
| Half-perimeter wire length after placement | 9.16 | mm |
| Via count of the first global-routing pass | 3554 | - |
| Path type of the worst min-delay path | input port to flip-flop | - |
| Root buffer selected by CTS | clkbuf_16 | - |
| Vertical die dimension | 110 | um |
| Type of destination of the critical path | output port | - |
| Prevailing post-synth register cell | dfxtp_1 | - |
| Clock transition time at the flip-flop clock pins of the worst setup and hold paths | 0.05 | ns |
| Tightest slew margin relative to the limit | 80.7 | % |
| Cell area leaders | dfxtp_1 (55%), mux2i_1 (27%), nor2_1 (10%) | - |
| Setup slack of the most critical reg-to-reg path | 0.21 | ns |
| Number of I/O port buffers | 258 | - |
| Vias per inst | 4.53 | - |
| Avg WL per Cell | 15.2 | um |
| Kind of launch point of the worst setup path | flip-flop | - |
| Critical path depth | 1 | - |
| Floorplan core density | 41.0 | % |
| Worst-case hold slack | 0.150 | ns |
| Worst setup startpoint | s_ALUOp1[4] | - |
| Max Clock Skew | 0 | ns |
| Number of inserted diodes | 0 | - |
| Count of nets left with antenna violations after detail routing | 0 | - |
| FF-to-FF path depth | 2 | - |
| Max-cap viol count | 0 | - |
| Path type of the worst setup path | flip-flop to output port | - |
| Total Routing Usage GR | 20.7 | % |
| Cell count after synthesis | 412 | - |
| Biggest cell delay along the critical path | 0.32 | ns |
| Number of inserted filler cells in the final layout | 935 | - |
| Family with the most delay on the worst path | flip-flops | - |
| Status | finished with violations | - |
| Area of the core | 11400 | um^2 |
| Net load switching power | 2660 | uW |
| Detailed-route wire length | 12.7 | mm |
| Post-synthesis area per instance | 11.3 | um^2 |
| Area post-placement | 7320 | um^2 |
| Post-synthesis cell type with the largest instance count | dfxtp_1 | - |
| Worst EP required | 0.80 | ns |
| Unrepaired setup endpoints after global routing | yes | - |
| Remaining Overflow, GRT | 0 | - |
| Post-synthesis chip area from yosys | 4660 | um^2 |
| Net switching fraction of the power | 21.3 | % |
| Die outline width | 110 | um |
| Number of DRC markers after the initial detailed-route iteration | 184 | - |
| Number of different library cells in the post-synthesis netlist | 9 | - |
## worst min-delay path by stage
| stage | to | slack [ns] | depth (start not counted) |
|---|---|---|---|
| after CTS | s_RegRsVal[15] | 0.14 | 2 |
| after global routing | s_RegWrite | 0.16 | 2 |
| final | s_RegRsVal[15] | 0.15 | 2 |
## cells by family (layout without fill, tap and decap cells)
| family | Yosys count | count (layout) | share of synthesized area [%] |
|---|---|---|---|
| simple gates | 128 | 128 | 10.5 |
| flops | 128 | 128 | 55.0 |
| buf+inv | 28 | 308 | 7.04 |
| compound gates | 1 | 1 | 0.188 |
| mux | 127 | 127 | 27.3 |
## cell type report
class	count	area (um^2)	share of cell area, %
Timing Repair Buffer	280	2230	30.2
Multi-Input combinational cell	256	1770	23.9
Clock inverter	1	5.00	0.0677
Tap cell	143	179	2.42
Sequential cell	128	2720	36.8
Clock buffer	27	493	6.66
## stage by stage
stage          setup WS (ns)  std cells  setup TNS, ns
2_1_floorplan          0.160        412              0
3_3_place_gp         -0.0238        804         -0.211
3_5_place_dp         -0.0296        804         -0.720
4_1_cts              -0.0588        833          -5.30
5_1_grt              -0.0659        835          -6.47
6_report             -0.0405        835          -3.07
## state kept, by name (all words and copies together), names as in the netlist, 8 cells and up
register / flops
s_ALUOp0: 16
s_ALUOp1: 16
s_RegRsVal: 16
s_RegRtVal: 16
s_imm8: 8
s_instr: 16
s_pc_inc: 16
## metal layers
layer	GRT usage, %	share of wire [%]	up-vias
li1	-	-	1910
met1	29.1	41	1697
met2	32.3	46	166
met3	7.61	11	13
met4	2.67	1.4	0
met5	0	0	-
## power by group through the flow
stage / clock, uW / combinational [uW] / sequential [uW]
after CTS: 5380 / 1580 / 5610
after global routing: 5580 / 1730 / 5650
final: 5280 / 1570 / 5610
## layout by cell type, fill, tap and decap left out, drive strengths merged
cell             n
a211o            1
and2b            1
clkbuf          27
clkinv           1
dfxtp          128
nor2           127
mux2i          127
buf            152
clkdlybuf4s50  128
## what timing repair did
action,CTS,global route
setup buffers,1,2
setup endpoints to repair,128,128
resized,530,4
hold buffers,0,0
No activity file was given, so power comes from the tool's default toggle rates.
