$ cat flow/design.v
module MEMWB_ff (q_RegWrite, d_RegWrite, q_MemtoReg, d_MemtoReg,
				q_RegRd, d_RegRd, q_RegRs, d_RegRs, q_RegRt, d_RegRt,
				q_RegRsVal, d_RegRsVal, q_RegRtVal, d_RegRtVal,
				q_alu_data, d_alu_data, q_imm8, d_imm8, q_Opcode, d_Opcode, q_pc_inc, d_pc_inc,
				q_lw_data, d_lw_data, q_halt, d_halt,
				wen, clk, rst);
    input			wen;  
    input          	clk;  
    input          	rst;  
    reg s_RegWrite, s_MemtoReg;
	reg s_halt;
    reg [3:0] s_RegRd, s_RegRs, s_RegRt;
	reg [3:0] s_Opcode;
	reg [15:0] s_RegRsVal, s_RegRtVal;
	reg [15:0] s_alu_data, s_lw_data, s_pc_inc;
    reg [7:0] s_imm8;
    input d_RegWrite;		output q_RegWrite;
    input d_MemtoReg;		output q_MemtoReg;
    input [3:0] d_RegRd;			output [3:0] q_RegRd;
    input [3:0] d_RegRs;			output [3:0] q_RegRs;
    input [3:0] d_RegRt;			output [3:0] q_RegRt;
	input [15:0] d_RegRsVal;		output [15:0] q_RegRsVal;
	input [15:0] d_RegRtVal;		output [15:0] q_RegRtVal;
	input d_halt;					output q_halt;
	input [3:0] d_Opcode;			output [3:0] q_Opcode;
	input [15:0] d_alu_data;		output [15:0] q_alu_data;
	input [15:0] d_pc_inc;			output [15:0] q_pc_inc;
	input [15:0] d_lw_data;			output [15:0] q_lw_data;
    input [7:0] d_imm8;				output [7:0] q_imm8;
    assign q_RegWrite = s_RegWrite;
    assign q_MemtoReg = s_MemtoReg;
    assign q_RegRd = s_RegRd;
    assign q_RegRs = s_RegRs;
    assign q_RegRt = s_RegRt;
	assign q_RegRsVal = s_RegRsVal;
	assign q_RegRtVal = s_RegRtVal;
	assign q_halt = s_halt;
	assign q_Opcode = s_Opcode;
	assign q_alu_data = s_alu_data;
	assign q_pc_inc = s_pc_inc;
	assign q_lw_data = s_lw_data;
	assign q_imm8 = s_imm8;
    always @(posedge clk) begin
	  s_RegWrite <= rst ? 0 : (wen ? d_RegWrite : s_RegWrite);
	  s_MemtoReg <= rst ? 0 : (wen ? d_MemtoReg : s_MemtoReg);
	  s_RegRd <= rst ? 0 : (wen ? d_RegRd : s_RegRd);
	  s_RegRs <= rst ? 0 : (wen ? d_RegRs : s_RegRs);
	  s_RegRt <= rst ? 0 : (wen ? d_RegRt : s_RegRt);
	  s_RegRsVal <= rst ? 0 : (wen ? d_RegRsVal : s_RegRsVal);
	  s_RegRtVal <= rst ? 0 : (wen ? d_RegRtVal : s_RegRtVal);
	  s_halt <= rst ? 0 : (wen ? d_halt : s_halt);
	  s_Opcode <= rst ? 4'b0100 : (wen ? d_Opcode : s_Opcode);
	  s_alu_data <= rst ? 0 : (wen ? d_alu_data : s_alu_data);
	  s_pc_inc <= rst ? 0 : (wen ? d_pc_inc : s_pc_inc);
	  s_lw_data <= rst ? 0 : (wen ? d_lw_data : s_lw_data);
	  s_imm8 <= rst ? 0 : (wen ? d_imm8 : s_imm8);
    end
endmodule
$ cat flow/run.sh
#!/bin/bash
# OpenROAD 26Q1-2900-gdf79404cd8, Yosys 0.63+post, stock flow scripts
make -C /OpenROAD-flow-scripts/flow DESIGN_CONFIG=/design/flow/config.mk WORK_HOME=/design/flow/orfs finish
$ cat flow/config.mk
export PLATFORM = sky130hd
export DESIGN_NAME = MEMWB_ff
export DESIGN_NICKNAME = MEMWB_ff
export VERILOG_FILES = /design/flow/design.v
export SDC_FILE = /design/flow/constraint.sdc
export NUM_CORES = 4
export LEC_CHECK = 1
export CORE_UTILIZATION = 50
$ cat flow/constraint.sdc
current_design MEMWB_ff

set clk_period 1.0
set clk_io_pct 0.2

create_clock -name clk0 -period $clk_period [get_ports {clk}]

set non_clock_inputs [all_inputs -no_clocks]
set_input_delay [expr $clk_period * $clk_io_pct] -clock clk0 $non_clock_inputs
set_output_delay [expr $clk_period * $clk_io_pct] -clock clk0 [all_outputs]
==> GITHUB_STEP_SUMMARY <==
## PnR job results

| Metric | Value |
|---|---|
| Avg Synthesized Cell Area | `11.0 um^2` |
| DR vias | `3,267` |
| Yosys Instances | `345` |
| Min Hold Slack | `156 ps` |
| Pwr Density | `1440 nW/um^2` |
| Core Density at Floorplan | `51.9%` |
| Peak supply drop | `1.20 mV` |
| Cell variety after synth | `10` |
| Initial antenna violation count | `0` |
| R2R Setup Slk | `100 ps` |
| Crit path DAT | `850 ps` |
| Initial drt markers | `80` |
| Total grt overflow | `0` |
| Cycle use final | `105%` |
| Startpoint class of the critical path | `flop` |
| Adder Share, Synth | `0%` |
| Crit path launch | `s_RegWrite` |
| Clock slew seen by the registers of the worst setup and hold paths | `100 ps` |
| Min cycle time layout | `1050 ps` |
| Vias in the first global route | `3,207` |
| Mux frac, synth | `28.0%` |
| Final hold violations | `0` |
| I/O Buffers | `216` |
| Synth area leader | `dfxtp_1` |
| Setup Skew | `0 ps` |
| Fin. max-slew vios | `0` |
| CTS tree | `built` |
| Syn Std Cell Area | `3780 um^2` |
| Worst r2r dst | `s_Opcode[3]` |
| Ys Warns | `1` |
| FFs w/ async S/R, synth | `0%` |
| Xor+xnor area frac | `0%` |
| Die area | `7920 um^2` |
| Hpwl dp | `8000 um` |
| H-tree levels | `3` |
| Setup Crit Path Kind | `flop to primary output` |
| Root buffer cell | `clkbuf_8` |
| Most numerous cell in the Yosys netlist | `dfxtp_1` |
| I/O Pins | `217` |
| Dpl cells | `646` |
| WL/cell | `17.1 um` |
| Hold Startpoint | `rst` |
| CP max FO | `2` |
| Total CTS buffers | `9` |
| First-pass DRT Iterations | `5` |
| Yosys aoi share | `0.231%` |
| Hold Crit Class | `input pin to flop` |
| Failing checks | `setup timing` |
| Fillers | `479` |
| DRT antenna net count | `0` |
| Largest stage delay, worst path | `370 ps` |
| Synth Instances | `345` |
| Worst-Skew Late Latency | `360 ps` |
| Total Routed Length | `11,400 um` |
| RR Startpoint | `s_Opcode[3]` |
| Delay-heaviest family, CP | `flip-flops` |
| RSZ-0062 raised after global routing | `true` |
| Antenna Cells | `0` |
| Slew @ Worst Pin | `311 ps` |
| Critical path required time | `800 ps` |
| Die Width | `89.0 um` |
| Max-cap violations | `0` |
| CP max-delay cell | `dfxtp_4` |
| Std-Cell Core Area | `7290 um^2` |
| Leakage | `2.91 nW` |
| Largest net degree at the start of global routing | `43` |
| Slew margin rel. | `78.7%` |
| Via density | `4.89` |
| Total GRT Usage | `28.9%` |
| Share of cells above drive strength 1 | `43.6%` |
| Total Neg Setup Slack | `-211 ps` |
| Number of synthesized flops with an enable pin | `0` |
| Worst hold path cell count | `2` |
| Critical Path Stages | `1` |
| Hold buffers post-CTS | `0` |
| Syn-to-layout area delta | `56.1%` |
| Post-route worst setup slack | `-51.4 ps` |
| Non-Filler Instances | `668` |
| Top cell type's share of synthesized area | `56.6%` |
| Chip Height | `89.0 um` |
| DR DRC count | `0` |
| Hold EP | `s_RegRt[1]` |
| Basic Gates by Area | `10.7%` |
| Crit path cell chain | `buf_6` |
| Clk buf depth | `2` |
| GPL Wtd Cong | `0.809` |
| Worst-case reg-to-reg path depth | `3` |
| Register share after synthesis | `56.6%` |
| Clock sinks | `107` |
| Status | `complete, but fails checks` |
| Final Setup Violations | `13` |
| Setup crit end kind | `primary output` |
| First-pass GRT wire length | `16,600 um` |
| Dominant kind of combinational cell | `multiplexers` |
| Post-synth regs | `107` |
| Buf/Inv on CP | `1` |
| Tally of OpenROAD warnings | `28` |
| Yosys synthesis chip area | `3780 um^2` |
| Top cells by count, synth | `dfxtp_1, mux2i_1, nor2_1` |
| Row count | `31` |
| FMAX | `0.951 GHz` |
| Ys flop type | `dfxtp_1` |
| Top cells by area | `dfxtp_1, mux2i_1, nor2_1` |
## where the power goes
part / switching (W) / internal, W
combinational: 0.000481 / 0.000855
sequential: 0.000125 / 0.00456
clock: 0.00144 / 0.00105
total: 0.00204 / 0.00646
## metrics by stage
stage | worst slack, ps | power (W) | util, % | area, um^2
after floorplan | 7.09 | 0.00520 | - | 3780
after global placement | -15.3 | 0.00619 | 82.8 | 6040
after detailed placement | -83.4 | 0.00624 | 82.8 | 6040
after CTS | -58.0 | 0.00855 | 80.7 | 5880
after global routing | -87.3 | 0.00890 | 81.0 | 5900
final | -51.4 | 0.00851 | 81.0 | 5900
## worst max-delay path by stage
| stage | end | slack [ps] |
|---|---|---|
| CTS | q_RegWrite | -60 |
| global route | q_RegWrite | -90 |
| finish | q_RegWrite | -50 |
## flip-flops by register name, indices dropped and copies added, names as in the netlist
register    cells
s_halt          1
s_MemtoReg      1
s_Opcode        4
s_RegRt         4
s_pc_inc       16
s_RegRsVal     16
s_imm8          8
s_alu_data     16
s_RegRtVal     16
s_RegRs         4
s_lw_data      16
s_RegWrite      1
s_RegRd         4
## what timing repair did
| item | in CTS | in global routing |
|---|---|---|
| endpoints found under the setup margin | 107 | 107 |
| setup buffers | 5 | 1 |
| hold endpoints to repair | 0 | 0 |
| gates resized | 447 | 2 |
| pin swaps | 0 | 0 |
## per-layer routing
metal / share of wire (%) / global-route usage (%) / up-vias
met4: 2.3 / 6.06 / 0
met3: 12 / 12.6 / 21
met5: 0 / 0 / -
li1: - / - / 1570
met2: 47 / 46.1 / 152
met1: 39 / 38.1 / 1524
## area by class of cell
| class | instances | area, um^2 | share of cell area, % |
|---|---|---|---|
| Clock buffer | 11 | 151 | 2.56 |
| Tap cell | 99 | 124 | 2.10 |
| Sequential cell | 107 | 2280 | 38.6 |
| Multi-Input combinational cell | 214 | 1470 | 25.0 |
| Clock inverter | 5 | 37.5 | 0.636 |
| Timing Repair Buffer | 232 | 1840 | 31.2 |
## layout by cell type (no fill, tap or decap), types with 2 or more instances in the layout
cell,netlist,layout
buf_2,2,102
dfxtp_2,0,106
buf_6,1,6
clkdlybuf4s50_1,0,107
mux2i_1,106,106
clkinv_4,0,2
clkbuf_8,0,11
nor2_1,106,106
buf_12,0,5
clkinvlp_4,0,2
buf_4,9,12
## logic make-up after synthesis
kind of cell           after synthesis
flip-flops                         107
multiplexers                       106
buffers and inverters               24
AND/OR/NAND/NOR                    107
AND-OR/OR-AND                        1
Power figures rest on the tool's default switching activity, not on a simulated workload.
