$ cat flow/config.mk
export PLATFORM = sky130hd
export DESIGN_NAME = EXMEM_ff
export DESIGN_NICKNAME = EXMEM_ff
export VERILOG_FILES = /design/flow/design.v
export SDC_FILE = /design/flow/constraint.sdc
export NUM_CORES = 4
export LEC_CHECK = 1
export CORE_UTILIZATION = 30
$ cat flow/constraint.sdc
current_design EXMEM_ff

set clk_period 1.5
set clk_io_pct 0.2

create_clock -name clk0 -period $clk_period [get_ports {clk}]

set non_clock_inputs [all_inputs -no_clocks]
set_input_delay [expr $clk_period * $clk_io_pct] -clock clk0 $non_clock_inputs
set_output_delay [expr $clk_period * $clk_io_pct] -clock clk0 [all_outputs]
$ cat flow/design.v
module EXMEM_ff (q_Branch, d_Branch, q_MemRead, d_MemRead, q_MemWrite, d_MemWrite,
				q_RegWrite, d_RegWrite, q_MemtoReg, d_MemtoReg,
				q_RegRd, d_RegRd, q_RegRs, d_RegRs, q_RegRt, d_RegRt,
				q_RegRsVal, d_RegRsVal, q_RegRtVal, d_RegRtVal,
				q_alu_data, d_alu_data, q_imm8, d_imm8, q_Opcode, d_Opcode,  q_pc_inc, d_pc_inc,
				q_halt, d_halt,
				wen, clk, rst);
    input			wen;  
    input          	clk;  
    input          	rst;  
    reg s_Branch, s_MemRead, s_MemWrite;
    reg s_RegWrite, s_MemtoReg;
	reg s_halt;
    reg [3:0] s_RegRd, s_RegRs, s_RegRt;
	reg [3:0] s_Opcode;
	reg [15:0] s_RegRsVal, s_RegRtVal, s_alu_data, s_pc_inc;
    reg [7:0] s_imm8;
    input d_Branch;			output q_Branch;
    input d_MemRead;		output q_MemRead;
    input d_MemWrite;		output q_MemWrite;
    input d_RegWrite;		output q_RegWrite;
    input d_MemtoReg;		output q_MemtoReg;
    input [3:0] d_RegRd;			output [3:0] q_RegRd;
    input [3:0] d_RegRs;			output [3:0] q_RegRs;
    input [3:0] d_RegRt;			output [3:0] q_RegRt;
	input [15:0] d_RegRsVal;		output [15:0] q_RegRsVal;
	input [15:0] d_RegRtVal;		output [15:0] q_RegRtVal;
	input d_halt;				output q_halt;
    input [3:0] d_Opcode;		output [3:0] q_Opcode;
	input [15:0] d_alu_data;	output [15:0] q_alu_data;
	input [15:0] d_pc_inc;		output [15:0] q_pc_inc;
    input [7:0] d_imm8;			output [7:0] q_imm8;
    assign q_Branch = s_Branch;
    assign q_MemRead = s_MemRead;
    assign q_MemWrite = s_MemWrite;
    assign q_RegWrite = s_RegWrite;
    assign q_MemtoReg = s_MemtoReg;
    assign q_RegRd = s_RegRd;
    assign q_RegRs = s_RegRs;
    assign q_RegRt = s_RegRt;
	assign q_RegRsVal = s_RegRsVal;
	assign q_RegRtVal = s_RegRtVal;
	assign q_halt = s_halt;
	assign q_Opcode = s_Opcode;
	assign q_alu_data = s_alu_data;
	assign q_pc_inc = s_pc_inc;
	assign q_imm8 = s_imm8;
    always @(posedge clk) begin	  
	  s_Branch <= rst ? 0 : (wen ? d_Branch : s_Branch);
	  s_MemRead <= rst ? 0 : (wen ? d_MemRead : s_MemRead);
	  s_MemWrite <= rst ? 0 : (wen ? d_MemWrite : s_MemWrite);
	  s_RegWrite <= rst ? 0 : (wen ? d_RegWrite : s_RegWrite);
	  s_MemtoReg <= rst ? 0 : (wen ? d_MemtoReg : s_MemtoReg);
	  s_RegRd <= rst ? 0 : (wen ? d_RegRd : s_RegRd);
	  s_RegRs <= rst ? 0 : (wen ? d_RegRs : s_RegRs);
	  s_RegRt <= rst ? 0 : (wen ? d_RegRt : s_RegRt);
	  s_RegRsVal <= rst ? 0 : (wen ? d_RegRsVal : s_RegRsVal);
	  s_RegRtVal <= rst ? 0 : (wen ? d_RegRtVal : s_RegRtVal);
	  s_halt <= rst ? 0 : (wen ? d_halt : s_halt);	  
	  s_Opcode <= rst ? 4'b0100 : (wen ? d_Opcode : s_Opcode);
	  s_alu_data <= rst ? 0 : (wen ? d_alu_data : s_alu_data);
	  s_pc_inc <= rst ? 0 : (wen ? d_pc_inc : s_pc_inc);
	  s_imm8 <= rst ? 0 : (wen ? d_imm8 : s_imm8);
    end
endmodule
$ cat flow/run.sh
#!/bin/bash
# OpenROAD 26Q1-2900-gdf79404cd8, Yosys 0.63+post, stock flow scripts
make -C /OpenROAD-flow-scripts/flow DESIGN_CONFIG=/design/flow/config.mk WORK_HOME=/design/flow/orfs finish
==> flow_summary_export.csv <==
group,metric,value,unit
cts,cts_root_buffer,"clkbuf_16",
critical_path,critPathSlowestCell,"clkdlybuf4s50_1",
route,drtIter0Drc,97,
outcome,status,"finished clean",
layout,layoutNonFillerInstCount,635,
critical_path,startpoint,"s_RegRd[2]",
logic_synthesis,synth_chip_area,0.00339,mm2
logic_synthesis,yosysTopAreaCellShare,55.6,%
floorplanning,rows,38,
final_timing,min_period_over_period,97.3,%
logic_synthesis,ys_cells,303,
critical_path,critical_path_depth,1,
power_and_ir_drop,leakage,2.46,nW
job,warnings,25,
route,routed_wl,8030,um
critical_path,timing.rr.start,"s_Opcode[2]",
route,vias,2698,
grt,gr-total-overflow,0,
floorplanning,boundaryPins,191,
layout,syn_to_final_growth,67.1,%
grt,grt_pass1_vias,2624,
logic_synthesis,numSynthFlops,94,
critical_path,crit_fanout,2,
floorplanning,fp_util,31.0,%
grt,grt_usage,14.0,%
critical_path,cp.arrival,1.16,ns
layout,num-fill-cells,973,
grt,antenna_found_initial,0,
place,gp_congestion,0.719,
route,wl_per_cell,12.6,um
floorplanning,dieHeight,108,um
cts,clock_latency,0.33,ns
route,dr.pass1.iters,4,
place,hpwl,5740,um
place,io_buffers,190,
final_timing,rsz0062_at_grt,"no",
critical_path,endpoint,"q_RegRd[2]",
grt,grt_pass1_wl,12600,um
cts,ctsHoldBuffers,0,
route,vias_per_cell,4.25,
cts,path_clk_slew,0.07,ns
final_timing,finalSetupViolCount,0,
power_and_ir_drop,p_total,5.71,mW
critical_path,critical_path.top_delay_family,"buffers and inverters",
layout,drive_gt1_share,7.68,%
critical_path,cp_data_required_time,1.20,ns
floorplanning,fp.coreArea,0.0109,mm2
final_timing,worst_slew_pin_slew,0.253,ns
logic_synthesis,postSynthCellCount,303,
critical_path,critPathCaptureType,"output port",
logic_synthesis,yosysTopAreaCell,"dfxtp_1",
route,ant_nets,0,
logic_synthesis,synth.area.top_cells,"dfxtp_1 56%, mux2i_1 27%, nor2_1 10%",
logic_synthesis,postSynthAreaPerCell,11.2,um2
place,dp_cells,619,
final_timing,slew_headroom,83.1,%
critical_path,slowest_delay,0.47,ns
layout,mi_logic_area,0.00129,mm2
layout,flop_area,0.00190,mm2
grt,grt_max_degree,52,
job,cap_violations,0,
final_timing,max_freq,685,MHz
cts,clockBufferDepth,2,
critical_path,worstSetupPathType,"reg2out",
min_path,min_path_type,"in2reg",
floorplanning,die_w,108,um
final_timing,layout_min_cycle_time,1.46,ns
critical_path,rr_worst_depth,2,
logic_synthesis,synth_area,0.00339,mm2
critical_path,reg2reg_slack,0.74,ns
final_timing,maxSlewViolCount,0,
power_and_ir_drop,power_density,1010,mW/mm2
power_and_ir_drop,peakVddDrop,0.532,mV
route,drc,0,
critical_path,timing.rr.end,"s_Opcode[2]",
critical_path,critPathLaunchType,"flip-flop",
floorplanning,dieArea,0.0117,mm2
logic_synthesis,synth.distinct_cells,11,
cts,cts.htree.levels,3,
final_timing,fin_setup_tns,0,ns
logic_synthesis,yosys_warnings,1,
critical_path,cp_cell_sequence,"clkdlybuf4s50_1",
critical_path,cp_num_buf_inv,1,
final_timing,clock_skew,0,ns
logic_synthesis,ys_seq_share,55.6,%
cts,clkSinkCount,94,
final_timing,final_hold_viol_count,0,
final_timing,fin_hold_ws,0.254,ns
route,n_antenna_cell,0,
cts,cts_tree,"yes",
cts,cts-buffers-inserted,9,
-- sequential cells by signal (all words and copies together), names as in the netlist --
| signal | flops |
|---|---|
| s_pc_inc | 16 |
| s_Branch | 1 |
| s_MemtoReg | 1 |
| s_alu_data | 16 |
| s_RegRsVal | 16 |
| s_halt | 1 |
| s_MemWrite | 1 |
| s_RegWrite | 1 |
| s_RegRs | 4 |
| s_RegRt | 4 |
| s_RegRtVal | 16 |
| s_Opcode | 4 |
| s_RegRd | 4 |
| s_MemRead | 1 |
| s_imm8 | 8 |
-- power by group --
| group | leakage, nW | internal [mW] | switching [mW] |
|---|---|---|---|
| Sequential | 0.781 | 2.65 | 0.0711 |
| Clock | 0.143 | 1.18 | 0.961 |
| Combinational | 1.54 | 0.611 | 0.240 |
| Total | 2.46 | 4.44 | 1.27 |
-- cells in the mapped netlist, drive strengths merged --
cell type  count
nor2b          1
dfxtp         94
nor2          93
mux2i         93
clkbuf         8
a211o          1
buf           13
-- metal layers --
| metal | share of wire, % | track usage (%) | vias to the layer above |
|---|---|---|---|
| met5 | 0 | 0 | - |
| li1 | - | - | 1372 |
| met3 | 13 | 6.50 | 8 |
| met2 | 42 | 20.7 | 121 |
| met1 | 44 | 19.6 | 1197 |
| met4 | 1.1 | 1.76 | 0 |
-- layout make-up --
cell class,instances,area share [%]
clock inverters,6,0.796
well taps,140,3.10
repair buffers,197,35.5
flip-flops and latches,94,33.5
clock buffers,10,4.22
multi-input cells,188,22.9
-- metrics by stage --
step | worst slack [ns] | util (%) | instance area, um2
after floorplan | 0.449 | - | 3390
after global placement | 0.293 | 48.9 | 5350
after detailed placement | 0.285 | 48.9 | 5350
after CTS | 0.0154 | 51.5 | 5630
after global routing | 0.000750 | 51.8 | 5660
final | 0.0403 | 51.8 | 5660
-- kinds of logic after synthesis --
group | synth area share, %
buffers and inverters | 6.17
AND/OR/NAND/NOR | 10.5
flip-flops | 55.6
multiplexers | 27.5
AND-OR/OR-AND | 0.259
-- how the worst min path moves through the flow --
stage,from,endpoint,depth (start not counted)
CTS,rst,s_Opcode[2],2
global route,rst,s_Opcode[2],2
finish,rst,s_Opcode[2],2
-- layout by cell type (no fill, tap or decap), drive strengths merged --
cell	netlist	routed
clkdlybuf4s50	0	184
clkinv	0	4
nor2	93	93
inv	0	2
nor2b	1	1
dlymetal6s2s	0	4
dfxtp	94	94
clkbuf	8	10
a211o	1	1
mux2i	93	93
buf	13	9
-- what timing repair did --
item	4_1_cts	5_1_grt
setup buffers	0	0
setup endpoints to repair	0	16
endpoints found under the hold margin	0	0
resized	0	17
Power and IR drop assume default switching activity.
